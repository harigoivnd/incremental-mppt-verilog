--- design/flow/run.sh ---
#!/bin/bash
# OpenROAD 26Q1-2900-gdf79404cd8, Yosys 0.63+post, stock flow scripts
make -C /OpenROAD-flow-scripts/flow DESIGN_CONFIG=/design/flow/config.mk WORK_HOME=/design/flow/orfs finish
--- design/flow/config.mk ---
export PLATFORM = sky130hd
export DESIGN_NAME = inc_cond_mppt
export DESIGN_NICKNAME = inc_cond_mppt
export VERILOG_FILES = /design/flow/design.v
export SDC_FILE = /design/flow/constraint.sdc
export NUM_CORES = 4
export LEC_CHECK = 1
export CORE_UTILIZATION = 50
--- design/flow/constraint.sdc ---
current_design inc_cond_mppt

set clk_period 18.7
set clk_io_pct 0.2

create_clock -name clk0 -period $clk_period [get_ports {clk}]

set non_clock_inputs [all_inputs -no_clocks]
set_input_delay [expr $clk_period * $clk_io_pct] -clock clk0 $non_clock_inputs
set_output_delay [expr $clk_period * $clk_io_pct] -clock clk0 [all_outputs]
--- design/flow/design.v ---
module inc_cond_mppt (
    input wire clk,
    input wire reset,
    input wire start,
    input wire [15:0] voltage_in,
    input wire [15:0] current_in,
    output reg [15:0] duty_cycle,
    output reg mpp_found,
    output reg [15:0] power_out
);
    parameter DUTY_STEP = 16'h0040;  
    parameter DELTA_V = 16'h0008;    
    parameter MAX_DUTY = 16'h3FFF;   
    parameter MIN_DUTY = 16'h0001;   
    reg [15:0] v_prev, i_prev, p_prev;
    reg [15:0] dv, di, conductance, inc_conductance;
    reg [31:0] power_calc;
    reg [1:0] state;
    localparam IDLE = 2'b00;
    localparam CALCULATE = 2'b01;
    localparam UPDATE = 2'b10;
    always @* begin
        power_calc = voltage_in * current_in;  
        power_out = power_calc[23:8];  
    end
    always @(posedge clk or posedge reset) begin
        if (reset) begin
            state <= IDLE;
            v_prev <= 16'h0000;
            i_prev <= 16'h0000;
            p_prev <= 16'h0000;
            duty_cycle <= 16'h2000;  
            mpp_found <= 1'b0;
        end else begin
            case (state)
                IDLE: begin
                    if (start) begin
                        v_prev <= voltage_in;
                        i_prev <= current_in;
                        p_prev <= power_out;
                        state <= CALCULATE;
                    end
                end
                CALCULATE: begin
                    dv = voltage_in - v_prev;
                    di = current_in - i_prev;
                    if (dv == 0) begin
                        if (di == 0) begin
                            mpp_found <= 1'b1;
                        end else begin
                            if (di > 0) begin
                                duty_cycle <= (duty_cycle < MAX_DUTY) ? 
                                             duty_cycle + DUTY_STEP : MAX_DUTY;
                            end else begin
                                duty_cycle <= (duty_cycle > MIN_DUTY) ? 
                                             duty_cycle - DUTY_STEP : MIN_DUTY;
                            end
                            mpp_found <= 1'b0;
                        end
                    end else begin
                        if (di == 0) begin
                            mpp_found <= 1'b1;
                        end else if ((di > 0 && dv > 0) || (di < 0 && dv < 0)) begin
                            duty_cycle <= (duty_cycle < MAX_DUTY) ? 
                                         duty_cycle + DUTY_STEP : MAX_DUTY;
                            mpp_found <= 1'b0;
                        end else begin
                            duty_cycle <= (duty_cycle > MIN_DUTY) ? 
                                         duty_cycle - DUTY_STEP : MIN_DUTY;
                            mpp_found <= 1'b0;
                        end
                    end
                    state <= UPDATE;
                end
                UPDATE: begin
                    v_prev <= voltage_in;
                    i_prev <= current_in;
                    p_prev <= power_out;
                    state <= IDLE;
                end
            endcase
        end
    end
endmodule
==> metrics.txt <==
# HELP chip_impl_metric Synthesis and place-and-route metrics
# TYPE chip_impl_metric gauge
chip_impl_metric{name="ys_warn_count",unit=""} 1
chip_impl_metric{name="fp_util",unit="%"} 51.8
chip_impl_metric{name="wire_per_inst",unit="microns"} 16.0
chip_impl_info{name="grt_setup_unrepaired",value="no"} 1
chip_impl_metric{name="instance_tally_after_logic_synthesis",unit=""} 1008
chip_impl_metric{name="worst_ep_arrival_time",unit="ns"} 10.50
chip_impl_metric{name="rows",unit=""} 48
chip_impl_metric{name="edf_count",unit=""} 0
chip_impl_metric{name="netlist-cell-type-count",unit=""} 59
chip_impl_metric{name="cts_max_level",unit=""} 2
chip_impl_metric{name="r2r.worst_path.cells",unit=""} 10
chip_impl_metric{name="die_size",unit="sq um"} 18700
chip_impl_metric{name="antennaDiodeCount",unit=""} 0
chip_impl_info{name="crit_path_end_kind",value="output pin"} 1
chip_impl_metric{name="netSwitchingFraction",unit="%"} 43.4
chip_impl_metric{name="mean_instance_size_in_the_synthesized_netlist",unit="sq um"} 9.01
chip_impl_info{name="critical_path_class",value="in -> out"} 1
chip_impl_metric{name="ys_seq_elements",unit=""} 36
chip_impl_info{name="cts_tree",value="done"} 1
chip_impl_metric{name="fin_setup_tns",unit="ns"} 0
chip_impl_metric{name="fp.coreArea",unit="sq um"} 17500
chip_impl_metric{name="critical_path.max_fanout",unit=""} 18
chip_impl_metric{name="grt_pass1_wl",unit="mm"} 34.6
chip_impl_metric{name="p_int",unit="uW"} 1230
chip_impl_metric{name="die_x",unit="microns"} 137
chip_impl_metric{name="dp_hpwl",unit="mm"} 16.2
chip_impl_metric{name="drt_first_pass_iters",unit=""} 4
chip_impl_metric{name="timing.max_slew.rel_slack",unit="%"} 49.6
chip_impl_metric{name="pwr_density_cell",unit="nW/um^2"} 212
chip_impl_metric{name="post_cts.repair.setup_buffers",unit=""} 0
chip_impl_metric{name="grt_overflow",unit=""} 0
chip_impl_info{name="main_synth_ff_type",value="sky130_fd_sc_hd__dfrtp_1"} 1
chip_impl_info{name="cts.root.buffer_cell",value="sky130_fd_sc_hd__clkbuf_16"} 1
chip_impl_metric{name="final_max_slew_viol_count",unit=""} 0
chip_impl_metric{name="number_of_gates_given_a_new_drive_strength_after_cts",unit=""} 0
chip_impl_metric{name="ys_seq_share",unit="%"} 9.95
chip_impl_metric{name="power.share.sequential",unit="%"} 5.6
chip_impl_metric{name="dp_worst_setup_slack",unit="ns"} 4.48
chip_impl_metric{name="number_of_warnings_in_the_stage_logs",unit=""} 27
chip_impl_metric{name="floorplan.die.height",unit="microns"} 137
chip_impl_metric{name="yosys-stat-area",unit="sq um"} 9080
chip_impl_metric{name="finalHoldWorstSlack",unit="ns"} 0.459
chip_impl_metric{name="clockPowerShare",unit="%"} 3.9
chip_impl_metric{name="grt_pass1_vias",unit=""} 6714
chip_impl_metric{name="cts-root-to-sink-buffers",unit=""} 2
chip_impl_metric{name="critical_path_required",unit="ns"} 14.96
chip_impl_metric{name="final_period_minus_worst_setup_slack",unit="ns"} 14.24
chip_impl_metric{name="fmax",unit="MHz"} 70.2
chip_impl_metric{name="port_buffers",unit=""} 67
chip_impl_metric{name="area_growth_syn_to_fin",unit="%"} 12.5
chip_impl_metric{name="switching_power",unit="uW"} 940
chip_impl_metric{name="antenna_found_initial",unit=""} 0
chip_impl_metric{name="total_leakage_power",unit="uW"} 0.00511
chip_impl_info{name="timing.critical_path.from_type",value="input port"} 1
chip_impl_metric{name="fin_crit_sh",unit="%"} 76.2
chip_impl_metric{name="floorplan.io_pins",unit=""} 68
chip_impl_metric{name="ir_worst_vdd",unit="mV"} 0.406
chip_impl_metric{name="final.setup.worst_slack",unit="ns"} 4.46
chip_impl_metric{name="detailed_route_vias_per_instance",unit=""} 5.12
chip_impl_metric{name="drtIter0Drc",unit=""} 225
chip_impl_metric{name="clk_sinks",unit=""} 36
chip_impl_metric{name="pwr-share-comb",unit="%"} 90.5
chip_impl_metric{name="cap_viol_max_count",unit=""} 0
chip_impl_metric{name="globalplace.congestion",unit=""} 0.898
chip_impl_metric{name="drc_violations_left",unit=""} 0
chip_impl_metric{name="syn-cell-area",unit="sq um"} 9080
chip_impl_metric{name="postCtsHoldBufs",unit=""} 0
chip_impl_metric{name="final-setup-viol-count",unit=""} 0
chip_impl_info{name="mostFrequentLayoutCells",value="235 x sky130_fd_sc_hd__inv_1, 167 x sky130_fd_sc_hd__fa_1, 135 x sky130_fd_sc_hd__nand2_1"} 1
chip_impl_info{name="lay_top_count",value="sky130_fd_sc_hd__inv_1"} 1
chip_impl_metric{name="worst_clock_skew",unit="ns"} 0.00383
chip_impl_metric{name="drtAntennaViolNets",unit=""} 0
chip_impl_metric{name="report.final.hold_viol_count",unit=""} 0
chip_impl_info{name="min_path_type",value="reg -> reg"} 1
chip_impl_metric{name="synth_async_sr_flop_share",unit="%"} 100
chip_impl_metric{name="clkTransAtPathRegs",unit="ns"} 0.06
chip_impl_metric{name="num_vias",unit=""} 6624
chip_impl_metric{name="numCtsBuffers",unit=""} 5
chip_impl_metric{name="drive_gt1_share",unit="%"} 6.36
chip_impl_metric{name="clk-insertion-delay-late",unit="ns"} 0.28
chip_impl_metric{name="wire_length_reported_by_the_detailed_router",unit="mm"} 20.7
chip_impl_metric{name="worst_slew_pin_slew",unit="ns"} 0.753
chip_impl_metric{name="grt_start_max_net_pins",unit=""} 37
chip_impl_metric{name="worst_hold_path.num_cells",unit=""} 1
chip_impl_metric{name="grtUsageTotal",unit="%"} 26.0
chip_impl_info{name="outcome",value="finished, final reports clean"} 1
chip_impl_metric{name="yosys-stat-cells",unit=""} 1008
stage by stage:
| stage | instance area, sq um | power, uW | instances | util (%) |
|---|---|---|---|---|
| after floorplan | 9080 | 1300 | 1008 | - |
| after global placement | 10100 | 2100 | 1286 | 57.4 |
| after detailed placement | 10100 | 2090 | 1286 | 57.4 |
| after CTS | 10200 | 2200 | 1294 | 58.2 |
| after global routing | 10200 | 2460 | 1294 | 58.2 |
| final | 10200 | 2170 | 1294 | 58.2 |
power groups by stage:
| stage | registers [uW] | logic (uW) | clock network, uW |
|---|---|---|---|
| CTS | 122 | 1990 | 86.7 |
| global route | 125 | 2240 | 90.8 |
| finish | 121 | 1960 | 83.4 |
state kept, by name, summed over array words and instances, names as in the netlist:
signal,count
mpp_found,1
state,3
i_prev,16
duty_cycle,16
final timing paths:
check	from	endpoint	slack, ns
worst max register to register	i_prev[1]$_DFFE_PP0P_	duty_cycle[14]$_DFFE_PP0P_	15.60
max in group asynchronous	reset	duty_cycle[13]$_DFFE_PP1P_	14.47
min in group asynchronous	reset	i_prev[3]$_DFFE_PP0P_	3.86
worst min-delay path	state[1]$_DFF_PP0_	state[0]$_DFF_PP1_	0.46
worst min register to register	state[1]$_DFF_PP0_	state[0]$_DFF_PP1_	0.46
worst max-delay path	current_in[4]	power_out[15]	4.46
cells in the mapped netlist, types with 2 or more instances:
master                      instances  share of area, %
sky130_fd_sc_hd__or3_1              4              0.28
sky130_fd_sc_hd__nand4_1            2              0.14
sky130_fd_sc_hd__ha_1              83                11
sky130_fd_sc_hd__nor4_1             2              0.14
sky130_fd_sc_hd__a21o_1            11              0.91
sky130_fd_sc_hd__nor2_1            22              0.91
sky130_fd_sc_hd__inv_1            235               9.7
sky130_fd_sc_hd__nor2b_1            6              0.41
sky130_fd_sc_hd__xor2_1             7              0.68
sky130_fd_sc_hd__a21oi_1           19               1.0
sky130_fd_sc_hd__dfstp_2            2              0.58
sky130_fd_sc_hd__dfrtp_1           34               9.4
sky130_fd_sc_hd__nand2_1          135               5.6
sky130_fd_sc_hd__a211oi_1           3              0.25
sky130_fd_sc_hd__mux2i_1            4              0.44
sky130_fd_sc_hd__xnor2_1           30               2.9
sky130_fd_sc_hd__a31o_2             2              0.19
sky130_fd_sc_hd__o2111ai_1          3              0.29
sky130_fd_sc_hd__o21ai_0           12              0.66
sky130_fd_sc_hd__mux2_2            17               2.1
sky130_fd_sc_hd__o21a_1             5              0.41
sky130_fd_sc_hd__o21ai_1            2              0.11
sky130_fd_sc_hd__a311oi_1           4              0.39
sky130_fd_sc_hd__nand3_1            6              0.33
sky130_fd_sc_hd__a31oi_1            6              0.41
sky130_fd_sc_hd__fa_1             167                37
sky130_fd_sc_hd__and2_1           109               7.5
sky130_fd_sc_hd__mux2i_2            2              0.30
sky130_fd_sc_hd__clkbuf_1          34               1.4
sky130_fd_sc_hd__and3_1             4              0.28
sky130_fd_sc_hd__a2bb2oi_1          3              0.29
sky130_fd_sc_hd__o31ai_1            2              0.17
sky130_fd_sc_hd__o211ai_1           2              0.17
sky130_fd_sc_hd__nor3_1             4              0.22
layer usage:
layer	vias up	part of all wire, %	GRT usage [%]
li1	3174	-	-
met1	3245	45	40.5
met2	191	46	39.7
met3	14	7.4	8.01
met4	0	0.76	1.71
met5	-	0	0
cell type report:
| cell class | instances | area [sq um] |
|---|---|---|
| inverter | 236 | 886 |
| fill | 1596 | 7320 |
| clock buffer | 5 | 125 |
| timing repair buffer | 88 | 828 |
| tap | 225 | 282 |
| clock inverter | 3 | 23.8 |
| sequential | 36 | 903 |
| multi-input combinational | 701 | 7160 |
critical path, stage by stage:
cell and delay (ns):
sky130_fd_sc_hd__clkdlybuf4s50_1 0.78, sky130_fd_sc_hd__and2_1 0.37, sky130_fd_sc_hd__fa_1 0.53, sky130_fd_sc_hd__inv_1 0.05, sky130_fd_sc_hd__fa_1 0.46, sky130_fd_sc_hd__fa_1 0.51, sky130_fd_sc_hd__inv_1 0.05, sky130_fd_sc_hd__fa_1 0.48
sky130_fd_sc_hd__fa_1 0.48, sky130_fd_sc_hd__inv_1 0.05, sky130_fd_sc_hd__fa_1 0.47, sky130_fd_sc_hd__inv_1 0.04, sky130_fd_sc_hd__ha_1 0.30, sky130_fd_sc_hd__o21a_1 0.21, sky130_fd_sc_hd__o21ai_0 0.21, sky130_fd_sc_hd__nor4_1 0.08
sky130_fd_sc_hd__nor2_1 0.20, sky130_fd_sc_hd__nand3b_1 0.28, sky130_fd_sc_hd__a211o_1 0.38, sky130_fd_sc_hd__a31oi_1 0.21, sky130_fd_sc_hd__xnor2_1 0.14, sky130_fd_sc_hd__clkdlybuf4s50_1 0.47
logic make-up after synthesis:
group / Yosys count / share of synthesized area [%]
and+or+nand+nor: 305 / 17.1
AOI/OAI and AO/OA: 85 / 6.88
muxes: 24 / 3.02
xor gates and xnor gates: 37 / 3.57
adders and majority gates: 250 / 48.3
DFF: 36 / 9.95
buffers and inverters: 271 / 11.2
Power figures rest on the tool's default switching activity, not on a simulated workload.
